## flow/config.mk

```make
export PLATFORM = sky130hd
export DESIGN_NAME = IM
export DESIGN_NICKNAME = IM
export VERILOG_FILES = /design/flow/design.v
export SDC_FILE = /design/flow/constraint.sdc
export NUM_CORES = 4
export LEC_CHECK = 1
export CORE_UTILIZATION = 40
export SYNTH_MEMORY_MAX_BITS = 65536
```

## flow/constraint.sdc

```tcl
current_design IM

set clk_period 93.2
set clk_io_pct 0.2

create_clock -name clk0 -period $clk_period [get_ports {clk}]

set non_clock_inputs [all_inputs -no_clocks]
set_input_delay [expr $clk_period * $clk_io_pct] -clock clk0 $non_clock_inputs
set_output_delay [expr $clk_period * $clk_io_pct] -clock clk0 [all_outputs]
```

## flow/design.v

```verilog
module IM(
    input clk,
    input en_write,
    input [9:0] address,
    input [15:0] data_in,
    output [15:0] data_out
);
    reg [15:0] memory [0:1023];
    always @(posedge clk) begin
        if(en_write)    memory[address] <= data_in;
    end
    assign data_out = (en_write) ? 0 : memory[address];
endmodule
```

## flow/run.sh

```bash
#!/bin/bash
# OpenROAD 26Q1-2900-gdf79404cd8, Yosys 0.63+post, stock flow scripts
make -C /OpenROAD-flow-scripts/flow DESIGN_CONFIG=/design/flow/config.mk WORK_HOME=/design/flow/orfs finish
```

==> run notes <==
Figures from the flow reports.

Run status:
- The run finished, with violations left.
- The final reports fail on antenna rules, capacitance limit, slew limit.

CTS:
- The run puts the hold buffer count at CTS at 0.
- The run puts the number of buffers added for setup after CTS at 0.
- The run gives the maximum level of the CTS H-tree as 7.
- TritonCTS built the clock tree.
- The run gives the clock net sink count as 16380.
- On the reported timing paths, the clock transition at the registers reads 0.06 ns.
- The run gives the cell at the root of the clock tree as clkbuf_16.
- Per the CTS log, the buffer count on the longest clock path is 6.
- Clock tree synthesis inserted a total of 1684 buffers.
- The run puts the number of resized instances in the post-cts repair step at 0.

Setup path:
- STA classifies the critical path endpoint as an output port.
- The critical path starts at address[0].
- The run gives the kind of launch point of the worst setup path as a primary input.
- In this run the worst path has a maximum fanout of 67.
- The run gives the endpoint arrival time on the critical path as 29.36 ns.
- At the worst endpoint, the required time is 74.56 ns.
- Looking at the setup timing report, the critical path kind is primary input to output port.

Placement:
- The run gives the estimated wirelength of the detail-placed design as 1116000 um.
- The final weighted congestion recorded by global placement is 0.9092.
- Per the post-place timing report, worst setup slack is 45.08 ns.
- In this run the cell area measured after placement is 661900 um^2.
- The placement report lists the number of port buffers as 43.

Worst hold path:
- Counting instances, the worst hold path has a depth of 1.
- The run gives the worst-case hold path end point as memory[352][4].
- The run gives the hold path startpoint as data_in[4].
- The most critical min-delay path falls under primary input to flop.

Final layout:
- The layout stage reports a final design area of 714400 um^2.
- In the final layout, the registers with the most flip-flops are memory x16384.
- The run gives the most numerous logic cell after layout as edfxtp_1.
- memory holds more flip-flops than any other register.
- Ranking logic cells in the layout by count gives the top entries edfxtp_1 (16380), mux2i_1 (4848), buf_4 (2279).
- The run gives the area growth from synthesis to layout as 14.12%.
- The run gives the number of flip-flops in the largest register as 16380.
- The run puts the share of cells above drive strength 1 at 0.1876.

Logic synthesis:
- The run puts the post-synthesis instance area at 626000 um^2.
- Looking at the cell usage after synthesis, the top flip-flop cell is edfxtp_1.
- The run gives the share of the yosys chip area belonging to registers as 0.7859.
- The number of different library cells used by synthesis comes to 52.
- Yosys reports a chip area of 626000 um^2.
- The run puts the yosys cell count at 31370.
- The run puts the flop and latch count out of synthesis at 16380.
- Synthesis produced a netlist whose cell count is 31370.
- By area the synthesized netlist is led by edfxtp_1 (79%), mux2i_1 (7.8%), mux4_2 (6.1%).
- The synthesized design contains 16380 enable-type register cells.
- The run gives the post-synthesis async set-or-reset flop share as 0.
- The run gives the leading area contributor after synthesis as edfxtp_1.
- The run puts the portion of synthesized cell area occupied by the leading cell type at 0.7859.
- The run gives the mean instance size in the synthesized netlist as 19.96 um^2.
- The run puts the warning count from the yosys run at 1.

STA:
- The run puts the normalized max-slew margin at -0.05562.
- The run puts the worst hold slack across all endpoints at 17.70 ns.
- For the final routed database, the setup TNS stands at 0 ns.
- The run puts the count of pins over their slew limit at 12.
- The run puts the ratio of final minimum period to clock period at 0.5150.
- Endpoints with negative setup slack in the final report add up to 0.
- The run puts the count of endpoints failing hold in the final timing report at 0.
- Setup repair after global routing left no endpoint under its margin.
- Based on the critical path, the design can be clocked at up to 20.83 MHz.
- The run gives the time the final worst path needs with I/O delays and setup as 48.00 ns.
- The run puts the actual transition at the worst max-transition pin at 1.575 ns.
- The run gives the final worst-path setup slack as 45.20 ns.

Pwr:
- The run puts the power share of the sequential group at 0.533.
- The run puts the part of the power in combinational logic at 0.046.
- The run gives the portion of total power attributed to the clock network as 0.421.
- The run gives the net load switching power as 0.003211 W.
- The run gives the total power draw as 0.01521 W.
- The switching portion of total power comes to 0.2111.
- IR analysis of the VDD net gives a maximum drop of 0.00001776 V.
- Internal power comes to 0.01200 W.
- The run puts the total power divided by cell area at 21.30 nW/um^2.
- In this run the static leakage power is 234.0 nW.

Global routing:
- The run puts the first-pass GRT wire length at 2548000 um.
- The run gives the total congestion overflow after global routing as 0.
- The run gives the largest net degree at the start of global routing as 138.
- The run puts the global-route usage over all layers at 0.2537.
- The run puts the via count of the first global-routing pass at 340400.
- The run gives the number of antenna violations at the first check in global routing as 160.

Route:
- The run puts the via count normalized by instance count at 5.710.
- The run gives the number of remaining DRC errors as 0.
- The run gives the average wire per standard cell as 32.81 um.
- The run puts the number of search-and-repair iterations in the first detailed-routing pass at 5.
- The run gives the number of vias in the routed layout as 318400.
- The run gives the sum of routed wire length over all layers as 1830000 um.
- The run puts the tally of nets with antenna violations remaining after routing at 1.
- The run puts the initial DRC count at 20820.

Floorplan:
- According to the floorplan report, the total die area is 1570000 um^2.
- The run gives the number of cell rows as 459.
- The run puts the vertical die dimension at 1253 um.
- During I/O placement, the number of pins put on the boundary was 44.
- The run puts the pre-placement core utilization at 0.4011.
- The run gives the core area as 1561000 um^2.
- The die is 1253 um wide.

Job:
- Warnings raised by the tools during the run amount to 68.
- The run gives the max-capacitance violation count as 2.
==> through the flow <==
| step | std cells | utilization |
|---|---|---|
| 2_1_floorplan | 31370 | - |
| 3_3_place_gp | 52530 | 0.4240 |
| 3_5_place_dp | 52530 | 0.4241 |
| 4_1_cts | 55520 | 0.4573 |
| 5_1_grt | 55600 | 0.4574 |
| 6_report | 55770 | 0.4577 |
==> synth_stat cells, types with 83 or more instances <==
cell type      n
a22o_1        85
o211ai_1     161
nand2_1      284
a22oi_1      428
mux2i_1     4848
buf_1        101
mux2_2       114
buf_4        154
o22ai_1     1927
buf_2        868
edfxtp_1   16380
nor2_1      1502
mux4_2      1699
o21bai_1      83
nand3_1      421
o21ai_0      231
clkbuf_1     774
nor4_1       542
==> power groups by stage <==
stage	Combinational [W]	Sequential, W	Clock, W
4_1_cts	0.000700	0.00811	0.00648
5_1_grt	0.000742	0.00811	0.00675
6_report	0.000703	0.00811	0.00640
==> logic make-up (layout without fill, tap and decap cells) <==
family / Yosys count / count (layout) / share of synthesized area
muxes: 6661 / 6661 / 0.1407
DFF: 16380 / 16380 / 0.7859
other: 0 / 237 / 0
AOI/OAI and AO/OA: 3371 / 3371 / 0.03627
and+or+nand+nor: 2997 / 2997 / 0.02216
buffers and inverters: 1952 / 5371 / 0.01501
==> layout make-up <==
type                        count  area [um^2]
fill                       127100       846500
inverter                        1        8.758
antenna                       237        593.1
clock inverter                971         8183
timing repair buffer         2373        18620
tap                         20750        25960
clock buffer                 2026        43680
sequential                  16380       492000
multi-input combinational   13030       125400
==> worst max-delay path by stage <==
stage / cells after the start / end / slack [ns]
4_1_cts: 21 / data_out[10] / 45.05
5_1_grt: 21 / data_out[3] / 44.60
6_report: 22 / data_out[7] / 45.20
==> per-layer routing <==
layer | vias to the layer above | share of wire | global-route usage
met1 | 158400 | 0.29 | 0.2634
met2 | 21880 | 0.45 | 0.3516
met3 | 3616 | 0.21 | 0.2400
met4 | 223 | 0.045 | 0.09689
met5 | - | 0.0031 | 0.03297
li1 | 134300 | - | -
==> worst max-delay path, cell delays in order <==
cell             delay, ns
buf_16                0.33
buf_4                 0.61
buf_4                 0.47
buf_4                 0.59
buf_4                 0.68
buf_4                 0.47
buf_4                 0.49
buf_12                0.45
buf_4                 0.49
buf_4                 0.53
buf_4                 0.56
mux4_2                0.59
nand2_1               0.10
nand3_1               0.14
nand3_1               0.31
nand4_1               0.51
buf_4                 0.38
nor3_2                1.17
buf_4                 0.27
a31oi_1               0.34
buf_4                 0.31
clkdlybuf4s50_1       0.42
No activity file was given, so power comes from the tool's default toggle rates.
