File: flow/design.v
module accumulator(
    input [15:0] alu_out,
    input reset, clk, str_rez,
    output reg [15:0] out
);
    always @(posedge clk, posedge reset) begin
        #4;
        if(reset)           out <= 16'h0000;
	    else if(str_rez)    out <= alu_out;
    end
endmodule
module tensor_accumulator (
    input [143:0] mxu_out,
    input str_rez, clk, reset,
    output reg [143:0] acc_out
);
    always @(posedge clk, posedge reset) begin 
        if(reset)           acc_out <= 144'b0;
        else if(str_rez)    acc_out <= mxu_out;
    end
endmodule
module reg_file (
    input clk, reset,
    input [18:0] control_lines,
    input [3:0] counter_out,
    input [143:0] mxu_out,
    input [15:0] alu_out, dm_out,
    output [15:0] acc_out, x_out, y_out, sp_out,
    output [143:0] a_out, b_out, t_acc_out
);
    wire [15:0] new_sp_val;
    localparam MOVE = 0, STORE = 1, BRANCH = 2;
    localparam POP = 3, PUSH = 4, STALL = 5;
    localparam STR_REZ = 6, LOAD_Y = 7, LOAD_X = 8;
    localparam ACC_OPX = 9, ACC_OPY = 10, JMP = 11;
    localparam RET = 12, LOAD_A = 13, LOAD_B = 14;
    localparam STORE_TENSOR = 15, STR_TENSOR_REZ = 16;
    localparam RESET_CU = 17, DONE = 18;
    accumulator acc(
        .clk(clk),
        .reset(reset),
        .str_rez(control_lines[STR_REZ]),
        .alu_out(alu_out),
        .out(acc_out)
    );
    register reg_x(
        .clk(clk),
        .reset(reset),
        .load(control_lines[LOAD_X]),
        .acc_op(control_lines[ACC_OPX]),
        .acc_val(acc_out),
        .data_val(dm_out),
        .out(x_out)
    );
    register reg_y(
        .clk(clk),
        .reset(reset),
        .load(control_lines[LOAD_Y]),
        .acc_op(control_lines[ACC_OPY]),
        .acc_val(acc_out),
        .data_val(dm_out),
        .out(y_out)
    );
    INC_DEC_SP INC_DEC_SP_inst(
        .pop(control_lines[POP]),
        .sp(sp_out),
        .val(new_sp_val)
    );
    SP stack_pointer(
        .clk(clk),
        .reset(reset),
        .pop(control_lines[POP]),
        .push(control_lines[PUSH]),
        .new_sp_val(new_sp_val),
        .out(sp_out)
    );
    tensor_accumulator t_acc(
        .clk(clk),
        .reset(reset),
        .str_rez(control_lines[STR_TENSOR_REZ]),
        .mxu_out(mxu_out),
        .acc_out(t_acc_out)
    );
    tensor_register A(
        .clk(clk),
        .reset(reset),
        .element(dm_out),
        .idx(counter_out),
        .load(control_lines[LOAD_A]),
        .tensor_out(a_out)
    );
    tensor_register B(
        .clk(clk),
        .reset(reset),
        .element(dm_out),
        .idx(counter_out),
        .load(control_lines[LOAD_B]),
        .tensor_out(b_out)
    );
endmodule 
module register(
    input reset, clk, acc_op, load,
    input [15:0] acc_val,
    input [15:0] data_val,
    output reg [15:0] out
);
    always @(posedge reset, posedge clk) begin
        #5;
        if(reset)           out <= 16'h0000;
        else if(acc_op)     out <= acc_val;
        else if(load) #1    out <= data_val;
    end
endmodule
module tensor_register (
    input clk, reset, load,
    input [15:0] element,
    input [3:0] idx,
    output reg [143:0] tensor_out
);
    always @(posedge clk, posedge reset) begin 
        if(reset) begin 
            tensor_out = 144'b0;
        end
        else if(load) begin 
            #6;
            case (idx) 
                4'h0:   tensor_out[15:0] <= element;
                4'h1:   tensor_out[31:16] <= element;
                4'h2:   tensor_out[47:32] <= element;
                4'h3:   tensor_out[63:48] <= element;
                4'h4:   tensor_out[79:64] <= element;
                4'h5:   tensor_out[95:80] <= element;
                4'h6:   tensor_out[111:96] <= element;
                4'h7:   tensor_out[127:112] <= element;
                4'h8:   tensor_out[143:128] <= element;
            endcase
        end
    end
endmodule
module INC_DEC_SP(
    input pop,
    input [15:0] sp,
    output [15:0] val
);
    assign val = (pop == 1) ? (sp + 1) : (sp - 1);
endmodule
module SP(
    input pop, push, reset, clk,
    input [15:0] new_sp_val,
    output reg [15:0] out
);
    always @(posedge reset, posedge clk) begin 
        #4;
        if(reset)           out <= 16'hFFFF;
        else if(push == 1)  out <= new_sp_val;
    end
    always @(negedge clk) begin
        if (pop == 1)       out <= new_sp_val;
    end
endmodule
File: flow/config.mk
export PLATFORM = sky130hd
export DESIGN_NAME = reg_file
export DESIGN_NICKNAME = reg_file
export VERILOG_FILES = /design/flow/design.v
export SDC_FILE = /design/flow/constraint.sdc
export NUM_CORES = 4
export LEC_CHECK = 1
export CORE_AREA = 10 10 408 408
export DIE_AREA = 0 0 418 418
File: flow/run.sh
#!/bin/bash
# OpenROAD 26Q1-2900-gdf79404cd8, Yosys 0.63+post, stock flow scripts
make -C /OpenROAD-flow-scripts/flow DESIGN_CONFIG=/design/flow/config.mk WORK_HOME=/design/flow/orfs finish
File: flow/constraint.sdc
current_design reg_file

set clk_period 4.0
set clk_io_pct 0.2

create_clock -name clk0 -period $clk_period [get_ports {clk}]

set non_clock_inputs [all_inputs -no_clocks]
set_input_delay [expr $clk_period * $clk_io_pct] -clock clk0 $non_clock_inputs
set_output_delay [expr $clk_period * $clk_io_pct] -clock clk0 [all_outputs]
==> run summary <==
run results: ys flop type dfrtp_1, top post-synthesis cells by count 480 x dfrtp_1, 457 x mux2_2, 58 x clkbuf_1, Synth top area share 0.594, Halt Stage synthesis (1_2_yosys), Synth area leader dfrtp_1, Yosys Instances around 1300, Synth cell types approximately 60, Post-synth EDFFs 16, fraction of registers with async set or reset after synthesis 0.969, status aborted with a tool error, synth top area cells dfrtp_1 59%, mux2_2 25%, edfxtp_1 2.4%, dfstp_2 2.1%, mux2i_1 1.6%, Chip Area, Yosys 20200 µm², most frequent cell after synthesis dfrtp_1, post-synthesis sequential area ratio 0.639, tool error ERROR: Found 16 problems in 'check -assert'., Syn. warnings 5, Seq cells post-synth between 500 and 600
[logic make-up after synthesis]
| kind of cell | after synthesis | synth area share |
|---|---|---|
| DFF | 512 | 0.639 |
| muxes | 490 | 0.271 |
| xor gates and xnor gates | 11 | 0.00477 |
| buffers and inverters | 98 | 0.0206 |
| and+or+nand+nor | 110 | 0.0251 |
| AOI/OAI and AO/OA | 85 | 0.0300 |
| adders and majority gates | 15 | 0.00966 |
