$ cat design/flow/design.v
module MXU (
    input [143:0] A,
    input [143:0] B,
    output [143:0] mxu_out
);
    assign mxu_out = {
        {A[111:96] * B[47:32] + A[127:112] * B[95:80] + A[143:128] * B[143:128]},
        {A[111:96] * B[31:16] + A[127:112] * B[79:64] + A[143:128] * B[127:112]},
        {A[111:96] * B[15:0] + A[127:112] * B[63:48] + A[143:128] * B[111:96]},
        {A[63:48] * B[47:32] + A[79:64] * B[95:80] + A[95:80] * B[143:128]},
        {A[63:48] * B[31:16] + A[79:64] * B[79:64] + A[95:80] * B[127:112]},
        {A[63:48] * B[15:0] + A[79:64] * B[63:48] + A[95:80] * B[111:96]},
        {A[15:0] * B[47:32] + A[31:16] * B[95:80] + A[47:32] * B[143:128]},
        {A[15:0] * B[31:16] + A[31:16] * B[79:64] + A[47:32] * B[127:112]},
        {A[15:0] * B[15:0] + A[31:16] * B[63:48] + A[47:32] * B[111:96]}
    };
endmodule
$ cat design/flow/run.sh
#!/bin/bash
# OpenROAD 26Q1-2900-gdf79404cd8, Yosys 0.63+post, stock flow scripts
make -C /OpenROAD-flow-scripts/flow DESIGN_CONFIG=/design/flow/config.mk WORK_HOME=/design/flow/orfs finish
$ cat design/flow/config.mk
export PLATFORM = sky130hd
export DESIGN_NAME = MXU
export DESIGN_NICKNAME = MXU
export VERILOG_FILES = /design/flow/design.v
export SDC_FILE = /design/flow/constraint.sdc
export NUM_CORES = 4
export LEC_CHECK = 1
export CORE_UTILIZATION = 30
$ cat design/flow/constraint.sdc
current_design MXU

set clk_period 11.9
set clk_io_pct 0.2

create_clock -name clk0 -period $clk_period

set non_clock_inputs [all_inputs -no_clocks]
set_input_delay [expr $clk_period * $clk_io_pct] -clock clk0 $non_clock_inputs
set_output_delay [expr $clk_period * $clk_io_pct] -clock clk0 [all_outputs]
==> impl_metrics.env <==
# implementation run metrics
export IMPL_routed_wl_um=486000
export IMPL_postSynthCellCount=12800
export IMPL_vias_per_cell=4.54
export IMPL_highest_layer="met5"
export IMPL_yosys_cells=12800
export IMPL_yosys_warnings=0
export IMPL_slew_headroom_pct=41.4
export IMPL_synth_area_per_cell_um2=8.74
export IMPL_period_needed_ns=12.03
export IMPL_drc=0
export IMPL_setup_viol_count_final=6
export IMPL_fin_ws_ns=-0.130
export IMPL_ant_nets=0
export IMPL_hpwl_um=416000
export IMPL_final_hold_viol_count=0
export IMPL_wl_met3_um=56100
export IMPL_die_w_um=613
export IMPL_drt_iter0_drc=4153
export IMPL_grt_pass1_vias=95600
export IMPL_grt_overflow=0
export IMPL_drv_slew=0
export IMPL_most_common_cell="inv_1"
export IMPL_grt_first_pass_wirelength_um=692000
export IMPL_critical_path_class="in -> out"
export IMPL_ys_seq_share_pct=0
export IMPL_crit_path_end_kind="output port"
export IMPL_warnings=36
export IMPL_grt_start_max_net_pins=42
export IMPL_post_drt_wl_per_cell_um=25.1
export IMPL_synthesis_area_um2=112000
export IMPL_dr_wl_met2_um=221000
export IMPL_drv_cap=0
export IMPL_via_count=87900
export IMPL_cp_num_buf_inv=9
export IMPL_hold_buffers=0
export IMPL_worstHoldStart="B[112]"
export IMPL_period_used_pct=101
export IMPL_hold_path_class="in -> out"
export IMPL_seq_cells=0
export IMPL_area_growth_pct=26.4
export IMPL_io_pins=432
export IMPL_hold_depth=6
export IMPL_top_area_cell="fa_1"
export IMPL_antenna_found_initial=74
export IMPL_rsz0062_at_grt="yes"
export IMPL_portBuffers=432
export IMPL_fp_util_pct=30.2
export IMPL_common_cells="inv_1, fa_1, and2_1"
export IMPL_cp_num_cells=28
export IMPL_cp_common_cell="fa_1"
export IMPL_die_area_um2=376000
export IMPL_cpPeakStageDelay_ns=0.54
export IMPL_floorplan_rows=223
export IMPL_drt_met1_wl_um=165000
export IMPL_worstMarginPinSlew_ns=0.872
export IMPL_fmax_ghz=0.0831
export IMPL_coreArea_um2=370000
export IMPL_whs_ns=5.93
export IMPL_crit_required_ns=9.52
export IMPL_cp_start_kind="input port"
export IMPL_place_congestion=1.06
export IMPL_fin_setup_tns_ns=-0.356
export IMPL_path_max_fanout=4
export IMPL_top_cells_by_area="fa_1, ha_1, and2_1"
export IMPL_die_size_y_um=613
export IMPL_netlist_area_leader_share_pct=46.3
export IMPL_crit_arrival_ns=9.65
export IMPL_grt_use_total_pct=27.7
export IMPL_dr_pass1_iters=5
export IMPL_yosys_area_um2=112000
export IMPL_slowest_stage="fa_1"
export IMPL_final_seq_area_um2=0
export IMPL_nClkBuffers=0
export IMPL_critPathTopFamily="adder cells"
export IMPL_drive_gt1_share_pct=19.0
export IMPL_status="complete, but fails checks"
export IMPL_yosysUniqueCellTypes=47
export IMPL_startpoint="B[12]"
export IMPL_violations="negative setup slack"
-- cells in the final DEF (no fill, tap or decap), drive strengths merged, types with 3 or more instances in the layout --
master         count
a41o               4
dlygate4sd2       51
a21boi             3
xor2             176
nand2           1442
o21bai            21
nor2b             19
ha              1224
nor2              27
or3                3
a31o               4
clkbuf            53
o21ai             11
clkdlybuf4s15     31
inv             3450
nand3              6
buf             1933
nand2b             7
o21a               7
fa              2592
bufbuf            16
and2            2232
clkdlybuf4s50    131
o41ai              3
diode             65
xnor2            759
nor3               7
dlymetal6s2s      20
a21oi             62
a21o              41
-- metal layers --
metal | GRT usage [%] | vias up
met5 | 0 | -
met4 | 18.3 | 40
met3 | 12.7 | 1173
met2 | 42.2 | 3725
met1 | 31.6 | 44000
li1 | - | 39000
-- metrics by stage --
step	utilization (%)	setup slack (ns)	cell area [um2]	instances
after global placement	35.9	-1.28	133000	18900
after floorplan	-	0.596	112000	12800
after CTS	37.5	-0.164	139000	19200
final	38.2	-0.130	142000	19400
after global routing	38.2	-0.382	142000	19300
after detailed placement	35.9	-1.32	133000	18900
-- repair_timing --
item | 4_1_cts | 5_1_grt
gates resized | 1183 | 684
cloned | 18 | 6
pin swaps | 522 | 468
endpoints found under the setup margin | 64 | 52
buffers inserted | 323 | 134
hold endpoints to repair | 0 | 0
-- kinds of logic (layout without fill, tap and decap cells) --
family | Yosys count | after routing | share of synthesized area [%]
buffers and inverters | 4139 | 5686 | 14.0
adders and majority gates | 3816 | 3816 | 60.0
and+or+nand+nor | 3749 | 3749 | 17.7
xor gates and xnor gates | 935 | 935 | 7.33
AOI/OAI and AO/OA | 170 | 170 | 1.02
other | 0 | 65 | 0
-- tightest hold or removal path, cell delays in order --
cell             delay [ns]
buf_2                  0.10
buf_12                 0.16
and2_1                 0.15
ha_1                   0.13
ha_1                   0.13
clkdlybuf4s50_1        0.48
-- final cells by class --
type | instances | area [um2]
Tap cell | 4950 | 6190
Antenna cell | 65 | 163
Inverter | 3450 | 13000
Timing Repair Buffer | 2236 | 23500
Multi-Input combinational cell | 8670 | 98700
Fill cell | 36800 | 229000
-- worst paths after layout --
path                     endpoint  slack [ns]
worst min-delay path  mxu_out[16]        5.93
worst max-delay path  mxu_out[63]       -0.13
